`design/flow/config.mk`:
```
export PLATFORM = sky130hd
export DESIGN_NAME = synth_wrapper
export DESIGN_NICKNAME = synth_wrapper
export VERILOG_FILES = /design/flow/design.v
export SDC_FILE = /design/flow/constraint.sdc
export NUM_CORES = 4
export LEC_CHECK = 1
export CORE_AREA = 10 10 70 70
export DIE_AREA = 0 0 80 80
```
`design/flow/constraint.sdc`:
```
current_design synth_wrapper

set clk_period 1.4
set clk_io_pct 0.2

create_clock -name clk0 -period $clk_period [get_ports {clk}]

set non_clock_inputs [all_inputs -no_clocks]
set_input_delay [expr $clk_period * $clk_io_pct] -clock clk0 $non_clock_inputs
set_output_delay [expr $clk_period * $clk_io_pct] -clock clk0 [all_outputs]
```
`design/flow/design.v`:
```
module DFF (
    in,
    clk,
    rst_n,
    out
);
  input [3:0] in;
  input clk, rst_n;
  output reg [3:0] out;
  initial begin
    out <= 0;
  end
  always @(posedge clk or negedge rst_n) begin
    if (!rst_n) begin
      out <= 4'd0;   
    end else begin
      out <= in;   
    end
  end
endmodule
module adder_1 (
    input  X,
    input  Y,
    input  Cin,
    output S,
    output Cout
);
    assign S = X ^ Y ^ Cin;
    assign Cout = (X & Y) | (Y & Cin) | (X & Cin);
endmodule
module adder_4 (
    input  [3:0] X,
    input  [3:0] Y,
    input        T,         
    output [3:0] S,
    output       Cout
);
    wire [3:0] Y_eff;
    wire C0, C1, C2;
    assign Y_eff = T ? ~Y : Y;
    adder_1 ADD0(X[0], Y_eff[0], T,    S[0], C0);
    adder_1 ADD1(X[1], Y_eff[1], C0,   S[1], C1);
    adder_1 ADD2(X[2], Y_eff[2], C1,   S[2], C2);
    adder_1 ADD3(X[3], Y_eff[3], C2,   S[3], Cout);
endmodule
module counter (
    input clk, 
    input rst_n,
    input sel,
    output [3:0] out
);
    wire [3:0] current_val;
    wire [3:0] next_val;
    wire carry_unused;
    wire t;
    assign t = ~sel;
    adder_4 u_adder_4 (
        .X(current_val),
        .Y(4'd1),
        .T(t),
        .S(next_val),
        .Cout(carry_unused)  
    );
    DFF ff_inst (
    .in(next_val),        
    .clk(clk),
    .rst_n(rst_n),
    .out(current_val)        
);
    assign out = current_val;
endmodule
module synth_wrapper (
    input  wire       clk,
    input  wire       rst_n,
    input  wire       sel,     
    output reg  [3:0] out
);
    wire [3:0] counter_out;
    always @(posedge clk or negedge rst_n) begin
        if (!rst_n) begin
            out <= 4'd0;
        end
        else begin
            out <= counter_out;
        end
    end
    counter u_counter (
        .clk(clk),
        .rst_n(rst_n),
        .sel(sel),              
        .out(counter_out)
    );
endmodule
```
`design/flow/run.sh`:
```
#!/bin/bash
# OpenROAD 26Q1-2900-gdf79404cd8, Yosys 0.63+post, stock flow scripts
make -C /OpenROAD-flow-scripts/flow DESIGN_CONFIG=/design/flow/config.mk WORK_HOME=/design/flow/orfs finish
```
==> results.py <==
# Auto-generated metrics
metrics = {
    "run_status": {
        "run_status": "finished, final reports clean",
    },
    "routing": {
        "detailroute.wirelength.met2_um": 158,
        "detailedRoute.firstIterationViolations": 5,
        "viasPerCell": 2.01,
        "vias": 149,
        "detail_route.antenna_diodes": 0,
        "detailroute.wirelength.met3_um": 83,
        "wirelength_met1_um": 158,
        "route.antenna.remaining_nets": 0,
        "drtPass1Iterations": 2,
        "post-route-drc-count": 0,
        "wire_length_after_detailed_routing_um": 401,
        "routed.top_layer": "met3",
        "wire_per_inst_um": 5.42,
    },
    "worst_hold_path": {
        "min_path_type": "primary input to asynchronous set/reset pin",
    },
    "clock_tree": {
        "clkSinkCount": 8,
        "cts-htree-levels": 1,
        "cts_max_path_buffers": 2,
        "clk_pin_slew_worst_setup_hold_paths_ns": 0.05,
        "clock_tree_from_tritoncts": "done",
        "number_of_clock_buffers_inserted_by_tritoncts": 3,
        "root_buffer": "clkbuf_4",
        "cts_setup_buffers": 0,
        "clk-insertion-delay-late_ns": 0.25,
    },
    "pwr": {
        "worst_ir_drop_vdd_uv": 225,
        "power.net_switching_mw": 0.205,
        "fraction_of_power_consumed_by_sequential_logic_pct": 47.7,
        "power_frac_comb_pct": 33.0,
        "cell_internal_pwr_mw": 0.655,
        "p_leak_nw": 0.202,
        "swShare_pct": 23.8,
        "pd_cells_mw_per_mm2": 1880,
        "power_frac_clock_pct": 19.3,
    },
    "global_routing": {
        "grt_pass1_vias": 157,
        "all_layer_global_routing_usage_pct": 1.33,
        "antenna_found_initial": 0,
        "grt_max_degree": 9,
        "first_pass_grt_wire_length_um": 696,
        "grt_overflow": 0,
    },
    "place": {
        "dpl.cell_count": 71,
        "dp.final_hpwl_um": 337,
        "dpl-instance-area_um2": 435,
        "post-place-ws_ns": -0.404,
        "port_buf_inserts": 6,
        "place.gp.congestion": 0.650,
    },
    "run": {
        "warnings": 26,
        "maxCapViolations": 0,
    },
    "worst_setup_path": {
        "timing.critical_path.to_type": "flop",
        "library_cell_contributing_the_largest_single_delay_on_the_critical_path": "dfrtp_1",
        "regToRegEndpoint": "u_counter.ff_inst.out[2]",
        "crit_arrival_ns": 1.51,
        "criticalPathCategory": "flop to flop",
        "timing.reg2reg.setup_slack_ns": 0.08,
        "worstPathMaxFanout": 2,
        "timing.rr.start": "u_counter.ff_inst.out[1]",
        "cp_slowest_stage_delay_ns": 0.40,
        "worstSetupStartpointType": "flop",
        "required_ns": 1.59,
        "worstPathBufferInverterCount": 2,
        "r2r_cells": 4,
        "critPathTopFamily": "adder cells",
        "cell_by_cell_trace_of_the_critical_path": "fa_2 -> inv_2 -> fa_1 -> inv_1",
    },
    "die": {
        "io_pins": 7,
        "vertical_die_dimension_um": 80,
        "core_util_at_fp_pct": 8.79,
        "chipArea_mm2": 0.00640,
        "rows": 21,
        "chipWidth_um": 80,
        "core_area_mm2": 0.00342,
    },
    "final_timing": {
        "setup_viol": 0,
        "clock.fmax_mhz": 758,
        "max-slew-margin-rel_pct": 77.7,
        "finClkSkew_ns": 0.00431,
        "maxSlewViolCount": 0,
        "layout_worst_path_cycle_share_pct": 94.3,
        "min_period_ns": 1.32,
        "post-route-worst-setup-slack_ns": 0.0803,
        "worst-slew-pin-transition_ns": 0.333,
        "final-hold-violation-count": 0,
        "grt_setup_unrepaired": "false",
    },
    "yosys": {
        "post_synth_top_area_cell": "dfrtp_1",
        "ys_top_cells_by_area": "dfrtp_1 (67%), fa_1 (13%), xor3_1 (7.9%)",
        "ys_ff": 8,
        "syn-mean-instance-area_um2": 17.7,
        "yosys.stat.seqShare_pct": 66.7,
        "yosys.stat.chipArea_um2": 300,
        "synthesis.area_um2": 300,
        "synth_top_area_share_pct": 66.7,
        "synth_cell_types": 6,
        "ys.warnings.count": 2,
        "post_synth_inst_count": 17,
        "synth-cells-yosys": 17,
    },
    "final_layout": {
        "final.fill_count": 382,
        "final_core_util_pct": 13.4,
        "final-instance-count-excl-fill": 74,
        "area_growth_syn_to_layout_pct": 52.1,
        "drive_above_1_share_pct": 28.6,
        "fin_area_um2": 457,
    },
}
[power groups by stage]
stage	Sequential, mW	Combinational (mW)	Clock, mW
after CTS	0.412	0.293	0.174
after global routing	0.426	0.322	0.195
final	0.410	0.283	0.166
[routing by layer]
layer / GRT usage (%) / up-vias
met5: 0 / -
met4: 0.528 / 0
met3: 1.14 / 0
met2: 1.44 / 7
met1: 1.78 / 71
li1: - / 71
[placed cells by master (no fill, tap or decap)]
| master | instances |
|---|---|
| buf_4 | 2 |
| ha_1 | 1 |
| fa_2 | 1 |
| dlygate4sd2_1 | 1 |
| fa_1 | 1 |
| inv_1 | 2 |
| dfrtp_1 | 8 |
| clkdlybuf4s50_1 | 5 |
| clkbuf_4 | 3 |
| inv_2 | 2 |
| xor3_1 | 1 |
| xor2_1 | 1 |
[worst register-to-register path, stage by stage (launching register included)]
cell	delay, ns
dfrtp_1	0.40
fa_2	0.36
inv_2	0.06
fa_1	0.39
inv_1	0.06
[through the flow]
stage | hold slack [ns] | TNS (ns) | power (mW)
after floorplan | -0.0156 | 0 | 0.541
after global placement | 0.359 | -0.942 | 0.697
after detailed placement | 0.371 | -1.00 | 0.709
after CTS | 0.309 | 0 | 0.879
after global routing | 0.325 | 0 | 0.943
final | 0.299 | 0 | 0.860
[worst max-delay path by stage]
stage,to,cells after the start,slack (ns),from
after CTS,u_counter.ff_inst.out[3],4,0.07,u_counter.ff_inst.out[1]
after global routing,u_counter.ff_inst.out[3],4,0.03,u_counter.ff_inst.out[1]
final,u_counter.ff_inst.out[2],4,0.08,u_counter.ff_inst.out[1]
[cell usage after synthesis]
cell	n
dfrtp_1	8
fa_1	2
ha_1	1
inv_1	4
xor2_1	1
xor3_1	1
[registers in the layout (all words and copies together), names as in the netlist]
name / flops
u_counter.ff_inst.out: 4
out: 4
[layout make-up]
cell class / instances / area, um^2 / area share [%]
Clock buffer: 3 / 22.5 / 4.93
Inverter: 4 / 15.0 / 3.29
Multi-Input combinational cell: 5 / 87.6 / 19.2
Sequential cell: 8 / 200 / 43.8
Tap cell: 46 / 57.6 / 12.6
Timing Repair Buffer: 8 / 73.8 / 16.2
[timing repair]
action	in CTS	in global routing
hold buffers	0	0
endpoints found under the hold margin	0	0
gates resized	2	0
endpoints found under the setup margin	2	0
[logic make-up after synthesis]
family,Yosys count,share of synthesized area [%]
xor gates and xnor gates,2,10.8
adders and majority gates,3,17.5
DFF,8,66.7
buffers and inverters,4,5.00
Power is estimated from default activity; no workload was simulated.
